<file path="flow/config.mk">
export PLATFORM = sky130hd
export DESIGN_NAME = top
export DESIGN_NICKNAME = top
export VERILOG_FILES = /design/flow/design.v
export SDC_FILE = /design/flow/constraint.sdc
export NUM_CORES = 4
export LEC_CHECK = 1
export CORE_AREA = 10 10 96 96
export DIE_AREA = 0 0 106 106
</file>
<file path="flow/constraint.sdc">
current_design top

set clk_period 2.8
set clk_io_pct 0.2

create_clock -name clk0 -period $clk_period [get_ports {sys_clk}]

set non_clock_inputs [all_inputs -no_clocks]
set_input_delay [expr $clk_period * $clk_io_pct] -clock clk0 $non_clock_inputs
set_output_delay [expr $clk_period * $clk_io_pct] -clock clk0 [all_outputs]
</file>
<file path="flow/design.v">
`timescale 1ns / 1ps
module spi_slave(
	input    wire    sys_clk,
	input    wire    rst_n,
	input    wire    CS_N,
	input    wire    SCK,
	input    wire    MOSI,
	input    wire    [7:0] txd_data,
	output   reg     MISO,
	output   reg     [7:0] rxd_data,
	output   wire    rxd_flag
    );
    wire    sck_pos_detect, sck_neg_detect;
    reg     sck_pos_detect_r0, sck_pos_detect_r1;
    wire    CS_N_pos_detect, CS_N_neg_detect;
    reg     CS_N_pos_detect_r0, CS_N_pos_detect_r1;
    reg     rxd_flag_r;
    reg     rxd_flag_r0;
    reg     rxd_flag_r1;
    reg     [3:0] rxd_data_cnt;
    reg     [1:0] rxd_current_state;
    reg     [1:0] rxd_next_state;
    reg     [7:0] txd_data_buf;
    reg     [3:0] txd_data_cnt;
    initial begin
    	sck_pos_detect_r0 <= 1'b1;
    	sck_pos_detect_r1 <= 1'b1;
    	rxd_flag_r <= 1'b0;
    	rxd_current_state <= 2'd0;
    	rxd_next_state <= 2'd0;
    	txd_data_buf <= 8'd0;
    	txd_data_cnt <= 4'd0;
    end
    assign sck_pos_detect = (sck_pos_detect_r0 && 
    						 !sck_pos_detect_r1) ? 1'b1: 1'b0;
    assign sck_neg_detect = (!sck_pos_detect_r0 && 
    					     sck_pos_detect_r1) ? 1'b1: 1'b0;
    always @ (posedge sys_clk or negedge rst_n) begin
    	if (!rst_n) begin
    		sck_pos_detect_r0 <= 1'b1;
    	    sck_pos_detect_r1 <= 1'b1;
    	end
    	else begin
    		sck_pos_detect_r0 <= SCK;
    		sck_pos_detect_r1 <= sck_pos_detect_r0;
    	end
    end
    assign rxd_flag = (rxd_flag_r0 &&
                       !rxd_flag_r1) ? 1'b1: 1'b0;
    always @ (posedge sys_clk or negedge rst_n) begin
    	if (!rst_n) begin
    	    rxd_flag_r0 <= 1'b0;
    	    rxd_flag_r1 <= 1'b0;
    	end
    	else begin
    	    rxd_flag_r0 <= rxd_flag_r;
    	    rxd_flag_r1 <= rxd_flag_r0;
    	end
    end
    assign CS_N_pos_detect = (CS_N_pos_detect_r0 && 
							 !CS_N_pos_detect_r1) ? 1'b1: 1'b0;
	assign CS_N_neg_detect = (!CS_N_pos_detect_r0 && 
							 CS_N_pos_detect_r1) ? 1'b1: 1'b0;
	always @ (posedge sys_clk or negedge rst_n) begin
		if (!rst_n) begin
			CS_N_pos_detect_r0 <= 1'b1;
			CS_N_pos_detect_r1 <= 1'b1;
		end
		else begin
			CS_N_pos_detect_r0 <= CS_N;
			CS_N_pos_detect_r1 <= CS_N_pos_detect_r0;
		end
	end
    always @ (posedge sys_clk or negedge rst_n) begin
        if (!rst_n) begin
            rxd_data <= 8'd0;
            rxd_data_cnt <= 4'd0;
            rxd_flag_r = 1'b0;
        end
        else if (sck_pos_detect && !CS_N && 
                        rxd_data_cnt != 4'd7) begin
			rxd_data <= {rxd_data[6:0], MOSI};
			rxd_data_cnt <= rxd_data_cnt + 1;
        end
        else if (sck_pos_detect && !CS_N &&
                        rxd_data_cnt == 4'd7) begin
            rxd_data <= {rxd_data[6:0], MOSI};
        end
        else if (CS_N_neg_detect) begin
        	rxd_flag_r <= 1'b0;
        end
        else if (CS_N_pos_detect) begin
        	rxd_data_cnt <= 4'd0;
        	rxd_flag_r <= 1'b1;
        end
        else begin
        	rxd_data <= rxd_data;
        	rxd_data_cnt <= rxd_data_cnt;
        	rxd_flag_r <= rxd_flag_r;
        end
    end
	always @ (posedge sys_clk or negedge rst_n) begin
		if (!rst_n) begin
			txd_data_cnt <= 4'd0;
			txd_data_buf <= 8'd0;
		end
		else if (CS_N_neg_detect) begin
			txd_data_buf <= txd_data;
		end
		else if (sck_neg_detect && !CS_N &&
					txd_data_cnt != 4'd7) begin
			MISO <= txd_data_buf[7];
			txd_data_buf <= {txd_data_buf[6:0], 1'b0};
			txd_data_cnt <= txd_data_cnt + 1;
		end
		else if (sck_neg_detect && !CS_N &&
					txd_data_cnt == 4'd7) begin
			MISO <= txd_data_buf[7];
			txd_data_cnt <= 4'd0;
		end
		else begin
			txd_data_cnt <= txd_data_cnt;
			txd_data_buf <= txd_data_buf;
		end
	end
endmodule
`timescale 1ns / 1ps
module top(
	input wire sys_clk,
	input wire rst_n,
	input wire CS_N,
	input wire SCK,
	input wire MOSI,
	input wire [7:0] txd_data,
	output wire MISO,
	output reg [7:0] rxd_data,
	output rxd_flag_r
    );
    wire rxd_flag;
    wire [7:0] rxd_data_r;
    spi_slave test(
    	.sys_clk(sys_clk),
    	.rst_n(rst_n),
    	.CS_N(CS_N),
    	.SCK(SCK),
    	.MOSI(MOSI),
    	.txd_data(txd_data),
    	.MISO(MISO),
    	.rxd_data(rxd_data_r),
    	.rxd_flag(rxd_flag)
    );
    assign rxd_flag_r = ~ rxd_flag;
    always @ (posedge rxd_flag) begin
    	rxd_data <= rxd_data_r;
    end
endmodule
</file>
<file path="flow/run.sh">
#!/bin/bash
# OpenROAD 26Q1-2900-gdf79404cd8, Yosys 0.63+post, stock flow scripts
make -C /OpenROAD-flow-scripts/flow DESIGN_CONFIG=/design/flow/config.mk WORK_HOME=/design/flow/orfs finish
</file>
==> flow_summary_export.csv <==
group,metric,value,unit
run_status,status,"finished, final reports clean",
route,viasPerCell,3.74,
synth,xor_share,0.647,%
synth,ys_cells,107,
synth,syn-instance-count,107,
floorplanning,die_w,106,um
job,warnings,27,
clocking,htreeDepth,1,
grt,grt_pass1_wl,4280,um
cells_and_area,synthToLayoutAreaGrowth,28.3,%
grt,grt_max_degree,28,
clocking,path_clk_slew,90,ps
power,totalPowerFinal,1.01,mW
cells_and_area,layout-drive-gt1-share,14.6,%
placement,place.gp.congestion,0.741,
timing,finClkSkew,2.03,ps
synth,netlist.area_leader.share,42.5,%
synth,numSynthFlops,36,
route,antenna_left,0,
setup_path,cp_cell_sequence,"inv_1, ha_1, nor4b_2, nand4_1, mux2_1",
timing,rsz0062_at_grt,"no",
cells_and_area,area.combinational,447,um^2
min_path,hold_path_class,"flip-flop to flip-flop",
synth,netlist_area,1350,um^2
timing,fmax,487,MHz
route,vias,857,
job,cap_viol_max_count,0,
route,drc,0,
synth,ys_types,29,
timing,tightest_slew,682,ps
setup_path,cp_top_family,"simple AND/OR/NAND/NOR gates",
synth,synth-area-yosys,1350,um^2
timing,finalSetupViolations,0,
synth,synth_top_cell_by_area,"dfrtp_1",
cells_and_area,lay_top_cells,"23 x dfrtp_1, 22 x clkdlybuf4s50_1, 10 x o21ai_0, 8 x mux2_2, 8 x dfxtp_1",
clocking,clock.latency.late_pin,270,ps
synth,ys_sh_mux,7.49,%
timing,hold_viol_final,0,
synth,netlist_logic_family_top,"AND-OR/OR-AND gates",
setup_path,critical_path_arrival,2210,ps
power,p_leak,0.685,nW
cells_and_area,layout.cells.most_common,"dfrtp_1",
timing,finalCritPeriodShare,73.3,%
placement,dp_hpwl,1760,um
setup_path,cp.required,2960,ps
setup_path,slowest_stage,"dfstp_2",
setup_path,critPathLaunchType,"flip-flop",
timing,unclocked_pins,8,
setup_path,critPathBufInv,1,
clocking,cts_resized,0,
setup_path,startpoint,"test.CS_N_pos_detect_r0",
grt,grt_overflow,0,
clocking,cts_tree,"yes",
placement,placed_cell_area,1690,um^2
cells_and_area,design_area,1740,um^2
placement,port_buffers,22,
grt,grt_usage,4.47,%
grt,antenna_found_initial,0,
floorplanning,core,7210,um^2
timing,slew_viol_final,0,
timing,worst_slack,748,ps
route,antennaDiodeCount,0,
timing,untimed_endpoints,16,
synth,syn_area_per_cell,12.7,um^2
floorplanning,dieArea,11200,um^2
synth,topCellsByArea,"dfrtp_1 43%, dfxtp_1 12%, dfstp_2 7.8%",
floorplanning,fp_util,18.8,%
clocking,cts_hold_buffers,0,
power,peakVddDrop,0.000213,V
clocking,cts_root_buf,"clkbuf_8",
power,powerDensity,583,nW/um^2
synth,adder_share,2.77,%
synth,yosys_warnings,2,
route,drt_iter0_drc,63,
clocking,cts.path.max_buffers,2,
timing,whs,384,ps
route,drt_wl_total,2370,um
floorplanning,die_h,106,um
synth,synthAoiAreaFrac,11.9,%
clocking,cts_buffers,3,
setup_path,cp_max_fo,22,
clocking,cts_setup_buffers,0,
timing,slew_headroom,54.6,%
cells_and_area,ff_latch_area,871,um^2
setup_path,crit_type,"flip-flop to flip-flop",
setup_path,critPathMaxStageDelay,550,ps
setup_path,worst_setup_path_end_kind,"flip-flop",
cells_and_area,fillerInstances,789,
synth,simple_gate_share,10.2,%
placement,post-place-ws,740,ps
floorplanning,num_rows,31,
grt,grt_pass1_vias,880,
setup_path,reg2reg_from,"test.CS_N_pos_detect_r0",
synth,ys_seq_share,64.3,%
floorplanning,io_pins,23,
timing,setup_tns,0,ps
route,post_drt_wl_per_cell,10.4,um
min_path,hp-start,"test.rxd_flag_r",
route,drtPass1Iterations,4,
timing,finalCriticalPeriod,2050,ps
==> kinds of logic after synthesis <==
kind of cell,Yosys count
and+or+nand+nor,20
buffers and inverters,9
adders and majority gates,3
DFF,36
xor gates and xnor gates,1
muxes,9
AOI/OAI and AO/OA,29
==> registers in the layout (all words and copies together), names as in the netlist, 4 cells and up <==
register / count
test.txd_data_buf: 8
test.txd_data_cnt: 4
test.rxd_data: 8
rxd_data: 8
==> cell type report <==
class	count	area share [%]
multi-input combinational	62	25.7
clock inverter	1	0.216
inverter	4	0.865
timing repair buffer	24	13.5
clock buffer	3	2.38
sequential	36	50.1
tap	99	7.13
==> metrics by stage <==
| step | util (%) | std cells |
|---|---|---|
| 6_report | 24.1 | 229 |
| 5_1_grt | 24.1 | 229 |
| 4_1_cts | 24.1 | 229 |
| 3_5_place_dp | 23.4 | 225 |
| 3_3_place_gp | 23.4 | 225 |
| 2_1_floorplan | - | 107 |
==> Yosys cell counts, drive strengths merged <==
cell	number
clkbuf	4
nand3b	1
and2	1
nor2	1
a31oi	7
dfxtp	8
buf	1
o31ai	3
ha	3
and3b	1
nor3b	2
a21oi	7
inv	4
nand2	3
nor4b	1
nand2b	1
o21ai	12
dfrtp	23
mux2	9
dfstp	4
nand4	1
xnor2	1
or3b	1
nor2b	7
edfxtp	1
==> layer usage <==
layer	track usage, %	up-vias	routed length [um]
li1	-	420	-
met5	0	-	0
met2	6.40	23	997
met3	2.08	2	222
met4	0.387	0	20
met1	6.31	412	1130
==> final timing paths <==
kind	slack (ps)	endpoint	depth (start not counted)
max	750	test.txd_data_cnt[3]	5
min	380	test.rxd_flag_r0	0
max reg2reg	750	test.txd_data_cnt[3]	5
min reg2reg	380	test.rxd_flag_r0	0
max in group asynchronous	1780	test.CS_N_pos_detect_r1	2
min in group asynchronous	720	test.txd_data_buf[3]	2
==> worst reg2reg max path: stages, from the launching register on <==
cell and delay (ps):
dfstp_2 550, inv_1 40, ha_1 400, nor4b_2 470, nand4_1 160, mux2_1 320
==> power by group <==
group          switching, mW  leakage, nW  internal, mW
registers             0.0633        0.396         0.539
clock network          0.119       0.0231        0.0983
logic                 0.0784        0.266         0.114
No activity file was given, so power comes from the tool's default toggle rates.
